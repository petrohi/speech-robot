===== flow/run.sh =====
#!/bin/bash
# OpenROAD 26Q1-2900-gdf79404cd8, Yosys 0.63+post, stock flow scripts
make -C /OpenROAD-flow-scripts/flow DESIGN_CONFIG=/design/flow/config.mk WORK_HOME=/design/flow/orfs finish

===== flow/config.mk =====
export PLATFORM = sky130hd
export DESIGN_NAME = adcs747x_to_axism
export DESIGN_NICKNAME = adcs747x_to_axism
export VERILOG_FILES = /design/flow/design.v
export SDC_FILE = /design/flow/constraint.sdc
export NUM_CORES = 4
export LEC_CHECK = 1
export CORE_UTILIZATION = 50

===== flow/constraint.sdc =====
current_design adcs747x_to_axism

set clk_period 3.3
set clk_io_pct 0.2

create_clock -name clk0 -period $clk_period [get_ports {AXIS_ACLK}]

set non_clock_inputs [all_inputs -no_clocks]
set_input_delay [expr $clk_period * $clk_io_pct] -clock clk0 $non_clock_inputs
set_output_delay [expr $clk_period * $clk_io_pct] -clock clk0 [all_outputs]

===== flow/design.v =====
`timescale 1ps/1ps
module adcs747x_to_axism
    #(
    parameter DATA_WIDTH = 16,
    parameter PACKET_SIZE = 128,
    parameter SPI_SCK_DIV = 200
)
    (
    output wire SPI_SSN,
    output wire SPI_SCK,
    input wire SPI_MISO,
    input wire AXIS_ACLK,
    input wire AXIS_ARESETN,
    output wire M_AXIS_TVALID,
    output wire [15:0] M_AXIS_TDATA,
    output wire [1:0] M_AXIS_TSTRB,
    output wire M_AXIS_TLAST,
    input wire M_AXIS_TREADY
);
    localparam SPI_SCK_PERIOD_DIV = SPI_SCK_DIV / 2;
    reg [$clog2(SPI_SCK_PERIOD_DIV) - 1:0] spi_sck_counter;
    reg spi_sck;
    reg spi_sck_last;
    reg [$clog2(DATA_WIDTH) - 1:0] spi_ssn_counter;
    reg spi_ssn;
    reg spi_ssn_last;
    reg [DATA_WIDTH - 1:0] spi_sample;
    reg [DATA_WIDTH - 1:0] m_axis_tdata;
    reg m_axis_tvalid;
    reg m_axis_tlast;
    reg [$clog2(PACKET_SIZE) - 1:0] packet_counter;
    always@(posedge AXIS_ACLK) begin
        if(!AXIS_ARESETN) begin
            spi_ssn_counter <= 0;
            spi_ssn <= 0;
            spi_ssn_last <= 0;
            spi_sck_counter <= 0;
            spi_sck <= 0;
            spi_sck_last <= 0;
            m_axis_tvalid <= 1'b0;
            m_axis_tlast <= 1'b0;
            m_axis_tdata <= {DATA_WIDTH{1'b0}};
            packet_counter <= 0;
        end else begin
            if (spi_sck_counter == SPI_SCK_PERIOD_DIV - 1) begin
                spi_sck <= !spi_sck;
                spi_sck_counter <= 0;
            end else begin
                spi_sck_counter <= spi_sck_counter + 1;
            end
            if (!spi_sck_last && spi_sck) begin
                spi_sample <= {spi_sample[DATA_WIDTH - 2:0], SPI_MISO};
            end
            if (spi_sck_last && !spi_sck) begin
                if (spi_ssn_counter == DATA_WIDTH - 1) begin
                    spi_ssn <= !spi_ssn;
                    spi_ssn_counter <= 0;
                end else begin
                    spi_ssn_counter <= spi_ssn_counter + 1;
                end
            end
            if (!spi_ssn_last && spi_ssn) begin
                m_axis_tvalid <= 1'b1;
                m_axis_tlast <= 1'b0;
                if (M_AXIS_TREADY) begin
                    if (packet_counter == PACKET_SIZE - 1) begin
                        m_axis_tlast <= 1'b1;
                        packet_counter <= 0;
                    end else begin
                        packet_counter <= packet_counter + 1;
                    end
                end
                m_axis_tdata <= spi_sample;
            end else begin
                m_axis_tvalid <= 1'b0;
                m_axis_tlast <= 1'b0;
            end
            spi_ssn_last <= spi_ssn;
            spi_sck_last <= spi_sck;
        end
    end
    assign SPI_SCK = spi_sck;
    assign SPI_SSN = spi_ssn;
    assign M_AXIS_TSTRB = 2'b1;
    assign M_AXIS_TVALID = m_axis_tvalid;
    assign M_AXIS_TLAST = m_axis_tlast;
    assign M_AXIS_TDATA = m_axis_tdata;
endmodule

==> summary.txt <==
run metrics: status=completed, die area=0.00435 mm², hpwl dp=2.21 mm, Area Overhead vs Synth=17.1%, gr usage total=18.5%, IO Pins=26, Async S/R FF share, synth=0%, CP startpoint kind=input pin, Die Ht=66.0 µm, # rows=22, FMAX=518 MHz, DRC errors left=0, Worst Max-Slew Pin Slew=527 ps, final instance area=0.00240 mm², ys cells=200, crit-path cells=clkdlybuf4s50_1 -> nand3_1 -> o41ai_2 -> nor2_1, critical path class=in2reg, Yosys warnings=1, total CTS buffers=5, H-tree levels=2, post-CTS sizing=0, clk latency of the worst-skew pair=300 ps, Internal=0.000861 W, Critical Path Sink Type=flip-flop, first drt pass iteration count=4, main flop type=dfxtp_1, mapped cell area=0.00205 mm², WL/cell=12.2 µm, routability cong.=0.821, DR vias/cell=5.27, PwrDens=448 mW/mm², CP required=3480 ps, Avg Inst Size Synth=10.2 µm², Hold Crit Class=reg2reg, Fin. Hold Viols=0, final setup fails=0, share of cells above drive strength 1=5.33%, initial antenna violation count=0, final wirelength=3.34 mm, Placement Cell Area=0.00232 mm², final cell count without fillers=273, worst setup margin=1370 ps, Yosys cell types=30, clock edge transition at the registers on the reported setup and hold paths=90 ps, clock sinks=56, Overall Power=0.00107 W, Max-slew headroom=64.5%, core area=0.00380 mm², worst path bufs/invs=1, share of the synthesized area in the top cell type=39.1%, Post-synth area hogs=dfxtp_1 39%, edfxtp_1 23%, nand2_1 7.2%, GRT overflow=0, Crit path max-delay family=AND-OR/OR-AND gates, RSZ-0062 raised after global routing=false, largest net degree at the start of global routing=26, Clock Power Share=32.2%, Max Cap Viol=0, YS chip area=0.00205 mm², Initial Util=53.9%, Setup Skew=5.60 ps, Switch Pwr=0.000213 W, global-route wire length before repair=5.92 mm, Fin Setup TNS=0 ps, PortBufs=23, # hold bufs at CTS=0, maximum VDD drop=286 µV, post-route ant nets=0, leakage power=0.778 nW, vias in the first global route=1,301, sequential area share after synthesis=62.6%, minimum clock period=1930 ps, slowest CP cell=o41ai_2, tool warning count=26, max-slew violations=0, Vias=1,438, Sw Share=19.8%, post-CTS setup buffers=0, Synth area leader=dfxtp_1, max incr delay on CP=580 ps, power share of the sequential group=66.0%, Root Buffer=clkbuf_8, Combinational Power Share=1.8%, CTS tree=yes, synthesized instance count=200, Die X=66.0 µm, Synth flops=56, Post-synth EDFFs=16, Inst Count DP=265, fin crit share=58.5%, DR iter-0 viols=67, Diodes inserted=0, crit path max fanout=8, Clock Path Buffers=2, worst setup slack after placement=1070 ps, Worst EP arrival=2110 ps
## cells by family (layout without fill, tap and decap cells)
family	Yosys count	after routing	synth area share, %
simple gates	79	79	18.8
mux	1	1	0.489
fa+ha+maj	3	3	1.84
xor+xnor	5	5	2.14
other cells	2	2	0.367
flops	56	56	62.6
compound gates	41	41	10.9
buf+inv	13	38	2.81
## per-layer routing
layer,wire [µm],up-vias,global-route usage [%]
met2,1420,32,24.9
met3,167,7,4.90
li1,-,737,-
met4,62,0,2.93
met1,1690,662,32.6
met5,0,-,0
## cell usage in the layout, fill, tap and decap left out, types with 2 or more instances in the layout
cell type | synthesis | routed
xor2_1 | 4 | 4
and2_1 | 2 | 2
o21ai_0 | 7 | 7
edfxtp_1 | 16 | 16
nor2_1 | 9 | 9
dfxtp_1 | 40 | 40
nand2b_1 | 2 | 2
inv_1 | 3 | 3
a21oi_1 | 29 | 29
nand2_1 | 39 | 39
nand3_1 | 8 | 8
buf_4 | 2 | 3
nor2b_1 | 2 | 2
o31ai_1 | 3 | 3
nand3b_1 | 3 | 3
conb_1 | 2 | 2
or3_1 | 7 | 7
clkdlybuf4s50_1 | 0 | 23
ha_1 | 3 | 3
or4_1 | 3 | 3
clkbuf_1 | 6 | 2
clkbuf_8 | 0 | 5
## power groups by stage
| stage | registers [W] | logic (W) | clock network (W) |
|---|---|---|---|
| finish | 0.000708 | 0.0000193 | 0.000346 |
| global route | 0.000709 | 0.0000220 | 0.000391 |
| CTS | 0.000708 | 0.0000192 | 0.000357 |
## synthesized netlist by cell type, types with 4 or more instances
cell type   n
xor2_1      4
nand3_1     8
o21ai_0     7
edfxtp_1   16
a21oi_1    29
dfxtp_1    40
or3_1       7
nand2_1    39
nor2_1      9
clkbuf_1    6
## layout make-up
| class | count | area (µm²) |
|---|---|---|
| timing repair buffer | 26 | 253 |
| fill | 305 | 1400 |
| sequential | 56 | 1280 |
| clock inverter | 1 | 3.75 |
| inverter | 4 | 15.0 |
| tap | 48 | 60.1 |
| clock buffer | 7 | 76.3 |
| multi-input combinational | 131 | 707 |
## worst register-to-register path, cell delays in order (launching register included)
cell	delay (ps)
dfxtp_1	460
nand2b_1	90
buf_4	220
o41ai_2	570
nor2_1	100
## path summary, 6_finish.rpt
kind | end | from | slack (ps) | cells past startpoint
max | packet_counter[0] | M_AXIS_TREADY | 1370 | 4
min | spi_sample[6] | spi_sample[5] | 450 | 0
max reg2reg | packet_counter[0] | spi_ssn | 1750 | 4
min reg2reg | spi_sample[6] | spi_sample[5] | 450 | 0
## registers in the layout, indices dropped and copies added, names as in the netlist, 4 cells and up
register and cells:
spi_ssn_counter 4, spi_sck_counter 7, m_axis_tdata 16, packet_counter 7
spi_sample 16
## through the flow
step / hold slack [ps] / util, %
3_3_place_gp: 432 / 61.0
6_report: 453 / 63.1
3_5_place_dp: 434 / 61.0
4_1_cts: 451 / 63.1
5_1_grt: 475 / 63.1
2_1_floorplan: 421 / -
Power is estimated from default activity; no workload was simulated.
